==> flow/config.mk <==
export PLATFORM = sky130hd
export DESIGN_NAME = SIMULATOR
export DESIGN_NICKNAME = SIMULATOR
export VERILOG_FILES = /design/flow/design.v
export SDC_FILE = /design/flow/constraint.sdc
export NUM_CORES = 4
export LEC_CHECK = 1
export CORE_UTILIZATION = 40
==> flow/constraint.sdc <==
current_design SIMULATOR

set clk_period 22.4
set clk_io_pct 0.2

create_clock -name clk0 -period $clk_period [get_ports {CLK}]

set non_clock_inputs [all_inputs -no_clocks]
set_input_delay [expr $clk_period * $clk_io_pct] -clock clk0 $non_clock_inputs
set_output_delay [expr $clk_period * $clk_io_pct] -clock clk0 [all_outputs]
==> flow/design.v <==
module SIMULATOR(
  CLK,
  VSYNC,
  HREF,
  DATA
);
input CLK;
output reg VSYNC;
output reg HREF;
output reg [7:0] DATA;
reg [15:0] counter = 0;
wire [15:0] RED =    16'b1111100000000000;
wire [15:0] GREEN =  16'b0000011111100000;
wire [15:0] BLUE =   16'b0000000000011111;
wire [15:0] YELLOW = RED | GREEN;
wire [15:0] CYAN =   GREEN | BLUE;
wire [15:0] MAGENTA = RED | BLUE;
wire [15:0] WHITE = 16'b1111111111111111;
wire [15:0] BLACK = 0;
reg [15:0] COLOR;
reg [7:0] x = 0;
reg [7:0] y = 0;
always @ (negedge CLK) begin
  if (counter == 800000) begin
    counter <= 0;
    HREF <= 0;
    VSYNC <= 0;
    DATA <= 0;
	 x = 0;
    y = 0;
  end
  else begin
    if (counter > 0 && counter < 3) begin
      counter <= counter + 1;
      HREF <= 0;
      VSYNC <= 1;
      DATA <= 0;
    end
    else begin
      if (counter == 0 || counter == 3) begin
        counter <= counter + 1;
        HREF <= 0;
        VSYNC <= 0;
        DATA <= 0;
      end
      else begin
        if (((counter-4) % (2*180)) < 2*176) begin
			 if (((counter-4) % (2*180)) == 2*176-1) begin
				y <= y + 1;
			 end
          if ((counter % 2) == 0) begin
            counter <= counter + 1;
            HREF <= 1;
            VSYNC <= 0;
				x <= x + 1;
				DATA = COLOR[15:8];
          end
          else begin
            counter <= counter + 1;
            HREF <= 1;
            VSYNC <= 0;
				DATA = COLOR[7:0];
          end
        end
        else begin
		    counter <= counter + 1;
			 HREF <= 0;
			 VSYNC <= 0;
			 DATA <= 0;
			 x <= 0;
        end
      end
    end
  end
end
always @ (negedge CLK) begin
  if (x < 20)
  begin
    COLOR <= RED;
  end
  if (x < 40 && x > 19)
  begin
    COLOR <= GREEN;
  end
  if (x < 60 && x > 39)
  begin
    COLOR <= BLUE;
  end
  if (x < 80 && x > 59)
  begin
    COLOR <= YELLOW;
  end
  if (x < 100 && x > 79)
  begin
    COLOR <= CYAN;
  end
  if (x < 120 && x > 99)
  begin
    COLOR <= MAGENTA;
  end
  if (x < 140 && x > 119)
  begin
    COLOR <= WHITE;
  end
  if (x < 176 && x > 139)
  begin
    COLOR <= BLACK;
  end
end
endmodule
==> flow/run.sh <==
#!/bin/bash
# OpenROAD 26Q1-2900-gdf79404cd8, Yosys 0.63+post, stock flow scripts
make -C /OpenROAD-flow-scripts/flow DESIGN_CONFIG=/design/flow/config.mk WORK_HOME=/design/flow/orfs finish
==> reports/metrics.csv <==
stage,metric,value,unit
status,status,finished clean,
die,fp.dieW,110,um
grt,grt_antenna_before_repair,0,
detailed_routing,wire_per_inst,14.6,um
setup_path,path_max_fanout,3,
place,hpwlAfterDp,8070,um
setup_path,critPathTopFamily,buffers and inverters,
synth,yosysCellCount,596,
setup_path,crit_type,reg -> out,
die,die_height,110,um
clock_network,cts_buffers,5,
final_layout,drive_gt1_frac,0.140,
synth,ys_ff,32,
die,core-area,0.0111,sq mm
final_timing,final_max_slew_viol_count,0,
clock_network,cts.sinks,32,
final_timing,skew,0.0137,ns
detailed_routing,n_antenna_cell,0,
final_timing,setup_tns,0,ns
setup_path,slowest_stage,clkdlybuf4s50_1,
power,p_per_area,29.4,mW/mm^2
clock_network,htree_levels,2,
clock_network,insertion_delay,0.35,ns
final_layout,fillers,1081,
hold_path,hold_path_class,reg -> reg,
clock_network,cts.clk_slew.worst_paths,0.04,ns
place,numPortBuffers,10,
run,cap_violations,0,
final_layout,syn_to_final_growth,7.43,%
clock_network,clk_path_buf_depth,2,
final_timing,final_hold_viol_count,0,
final_timing,rsz0062_at_grt,false,
final_layout,comb_area,0.00363,sq mm
grt,gr-total-overflow,0,
place,gp_congestion,0.868,
setup_path,crit_chain,clkdlybuf4s50_1,
synth,synth_area,0.00465,sq mm
detailed_routing,wirelength,11000,um
synth,synthCells,596,
clock_network,tritoncts,built,
synth,ys_async_sr_fraction,0,
detailed_routing,via_per_inst,5.98,
detailed_routing,drt_iter0_drc,269,
synth,flop_cell,dfxtp_1,
die,num_rows,38,
clock_network,cts_hold_repair.buffers,0,
setup_path,crit_buf_inv,1,
die,ios,11,
grt,grt_max_degree,17,
final_layout,seq_area,721,sq um
power,vdd_ir_drop_max,30.3,uV
final_timing,tightest_slew,0.897,ns
die,fp_util,0.419,
synth,ys_types,97,
setup_path,worstPathRequired,17.92,ns
detailed_routing,ant_nets,0,
synth,top_cells_by_area,"dfxtp_1 (10%), xnor2_1 (9.0%), edfxtp_1 (5.2%)",
final_timing,setup-violations-final,0,
synth,synth.avg_cell_area,7.80,sq um
detailed_routing,drcViolationCount,0,
synth,ys_seq_share,0.155,
synth,top_area_frac,0.103,
final_layout,final_common_cell,nand2_1,
setup_path,r2r_slack,13.70,ns
run,tool_warnings,60,
final_layout,fin_util,0.451,
power,power.leakage,1.63,nW
setup_path,cp.arrival,12.37,ns
detailed_routing,vias,4476,
synth,edf_count,8,
grt,grt_usage,0.193,
clock_network,cts-resized-gates,0,
grt,grt_pass1_wl,18800,um
die,chipArea,0.0121,sq mm
synth,yosysChipArea,0.00465,sq mm
final_layout,lay_top_cells,"nand2_1 (54), xnor2_1 (48), nor2_1 (47), inv_1 (44), a21oi_1 (35)",
setup_path,slowest_delay,0.47,ns
clock_network,cts_root_buffer,clkbuf_16,
setup_path,end_kind,output port,
power,power,147,uW
clock_network,cts_setup_buffers,0,
detailed_routing,dr.pass1.iters,4,
final_timing,slew_headroom,0.398,
setup_path,critPathLaunchType,flip-flop,
synth,yosysWarnings,1,
grt,first_global_vias,3988,
synth,yosysTopAreaCell,dfxtp_1,
-- registers in the layout, indices dropped and copies added (netlist names) --
register	count
counter	16
x	8
COLOR	3
DATA	3
HREF	1
VSYNC	1
-- layout make-up --
class | count | area share
Multi-Input combinational cell | 506 | 0.727
Sequential cell | 32 | 0.144
Tap cell | 140 | 0.0351
Timing Repair Buffer | 18 | 0.0321
Clock inverter | 35 | 0.0273
Clock buffer | 5 | 0.0251
Inverter | 12 | 0.00902
-- metrics by stage --
step | cells | hold slack [ns] | setup WS, ns | area (sq um)
after CTS | 748 | 0.526 | 5.54 | 4990
after global placement | 709 | 0.489 | 5.94 | 4730
after floorplan | 596 | 0.457 | 6.33 | 4650
final | 748 | 0.524 | 5.55 | 4990
after global routing | 748 | 0.560 | 5.51 | 4990
after detailed placement | 709 | 0.501 | 5.92 | 4730
-- metal layers --
layer,track usage,vias up,wire length [um]
met2,0.292,102,4910
met4,0.0314,0,78
met3,0.0314,8,355
met1,0.294,2097,5600
met5,0,-,0
li1,-,2269,-
-- cells in the mapped netlist (all sizes together), types with 8 or more instances --
cell    number
nand3       18
a21oi       47
nand4       14
mux2i       20
edfxtp       8
xor2        12
buf         23
dfxtp       24
xnor2       51
and3         8
o21a        10
clkbuf      22
a211oi      15
a31oi        9
inv         13
nor4         8
nor2        49
o21ai       34
nor3        25
nand2       54
-- power breakdown --
group          switching (mW)  leakage, nW   total, mW  internal [mW]
clock                  0.0390        0.237      0.0872         0.0483
combinational               0         1.11  0.00000111              0
sequential                  0        0.286      0.0594         0.0594
-- worst paths after layout --
path                             startpoint  cells after the start    endpoint
worst min register to register   counter[1]                      2  counter[1]
worst min-delay path             counter[1]                      2  counter[1]
worst max register to register  counter[11]                     23        x[1]
worst max-delay path                DATA[6]                      1     DATA[6]
-- tightest hold or removal path: cells and delay by family, from the launching register on --
family	cells	cell delay, ns
DFF	1	0.32
adders and majority gates	1	0.11
buffers and inverters	1	0.06
-- kinds of logic (layout without fill, tap and decap cells) --
family / count (synthesis) / after routing / synth area share
AOI/OAI and AO/OA: 196 / 196 / 0.330
buffers and inverters: 58 / 70 / 0.0638
DFF: 32 / 32 / 0.155
adders and majority gates: 7 / 7 / 0.0183
muxes: 28 / 28 / 0.0735
xor gates and xnor gates: 63 / 63 / 0.124
and+or+nand+nor: 212 / 212 / 0.236
Power figures rest on the tool's default switching activity, not on a simulated workload.

`design.v`:
```
module CONTROL_UNIT (
  CLK,
  HREF,
  VSYNC,
  input_data,
  output_data,
  X_ADDR,
  Y_ADDR,
  w_en
);
input CLK;
input [7:0] input_data;
input HREF;
input VSYNC;
output reg [14:0] X_ADDR;
output reg [14:0] Y_ADDR;
output reg w_en;
output [7:0] output_data;
reg write = 0;
reg [7:0] part1;
reg [7:0] part2;
always @ (posedge CLK) begin
  if (HREF)
  begin
    if (write == 0)
    begin
      part1 <= input_data;
	   write <= 1;
	   w_en <= 1;
		X_ADDR <= X_ADDR;
    end
    else
	 begin
      part2 <= input_data;
	   write <= 0;
	   w_en <= 1;
		X_ADDR <= X_ADDR + 1;
    end
  end
  else
  begin
    w_en <= 0;
	 write <= 0;
	 X_ADDR <= 0;
  end
end
always @ (posedge VSYNC, negedge HREF) begin
	if (VSYNC) begin
		Y_ADDR <= 0;
	end
	else
	begin
		Y_ADDR <= Y_ADDR + 1;
	end
end
DOWNSAMPLE downsampler(
  .RGB565({part1, part2}),
  .RGB332(output_data)
);
endmodule
module DOWNSAMPLE (
  RGB565,
  RGB332
);
input  [15:0] RGB565;
output wire [7:0] RGB332;
assign RGB332 = {RGB565[15:13], RGB565[10:8], RGB565[4:3]};
endmodule
```
`run.sh`:
```
#!/bin/bash
# OpenROAD 26Q1-2900-gdf79404cd8, Yosys 0.63+post, stock flow scripts
make -C /OpenROAD-flow-scripts/flow DESIGN_CONFIG=/design/flow/config.mk WORK_HOME=/design/flow/orfs finish
```
`config.mk`:
```
export PLATFORM = sky130hd
export DESIGN_NAME = CONTROL_UNIT
export DESIGN_NICKNAME = CONTROL_UNIT
export VERILOG_FILES = /design/flow/design.v
export SDC_FILE = /design/flow/constraint.sdc
export NUM_CORES = 4
export LEC_CHECK = 1
export CORE_AREA = 10 10 104 104
export DIE_AREA = 0 0 114 114
```
`constraint.sdc`:
```
current_design CONTROL_UNIT

set clk_period 2.4
set clk_io_pct 0.2

create_clock -name clk0 -period $clk_period [get_ports {CLK}]
create_clock -name clk1 -period $clk_period [get_ports {HREF}]

set non_clock_inputs [all_inputs -no_clocks]
set_input_delay [expr $clk_period * $clk_io_pct] -clock clk0 $non_clock_inputs
set_output_delay [expr $clk_period * $clk_io_pct] -clock clk0 [all_outputs]
```
==> flow_metrics.tcl <==
# implementation run metrics
set metrics [dict create \
    status "complete, but fails checks" \
    violations "setup timing" \
    cp.depth 1 \
    final_cell_area_mm2 0.002799 \
    drive_gt1_frac 0.2874 \
    r2r_cells 8 \
    critPathKind "flip-flop to primary output" \
    cts_tree "done" \
    crit_arrival_ps 2090 \
    grt_pass1_vias 1589 \
    drc 0 \
    holdPathStages 6 \
    critPathTopFamily "flip-flops" \
    simple_gate_area_frac 0.2177 \
    p_leak_nw 1.256 \
    aoi_share 0.003110 \
    syn_inst 143 \
    synth_chip_area_mm2 0.001609 \
    placementRows 34 \
    finalMaxSlewViolations 0 \
    ys_seq_frac 0.5941 \
    worst_slew_pin_slew_ps 373.5 \
    min_path_type "clock port to flip-flop" \
    diodes 0 \
    crit_chain "buf_2" \
    start_kind "flip-flop" \
    slowest_delay_ps 410 \
    tool_warnings 46 \
    max-slew-margin-rel 0.7487 \
    ys_cells 143 \
    coreArea_mm2 0.008678 \
    io_buffers 48 \
    place_congestion 0.7705 \
    synth-seq-cells 40 \
    grt.total_usage 0.06673 \
    die_w_um 114 \
    post_drt_wl_per_cell_um 11.90 \
    path_max_fanout 2 \
    power_w 0.002773 \
    lay_top_count "clkdlybuf4s50_1" \
    finalHoldViolCount 0 \
    worst_slack_ps -170.8 \
    powerDensity_mw_per_mm2 990.7 \
    ys_warn_count 1 \
    logic_family "simple AND/OR/NAND/NOR gates" \
    ctsHoldBuffers 0 \
    drt_wl_total_um 4223 \
    syn-cell-area_mm2 0.001609 \
    crit_slowest_cell "dfrtn_1" \
    die_area_mm2 0.01300 \
    avgSynthCellArea_um2 11.25 \
    critical_path_buf_inv_count 1 \
    grt_max_degree 17 \
    firstDrtPassIters 4 \
    finalClockSkew_ps 10.31 \
    fp_util 0.1854 \
    pin_count 50 \
    lay_top_cells "clkdlybuf4s50_1, buf_4, clkbuf_8, dfxtp_1" \
    ys_sh_mux 0.006221 \
    vias 1364 \
    clk_pin_slew_ps 90 \
    ant_nets 0 \
    post_dp_cell_area_mm2 0.002349 \
    antenna_found_initial 0 \
    via_per_inst 3.842 \
    synth_cell_types 24 \
    cp.required_ps 1920 \
    yosys.area_share.adder 0.01555 \
    vdd_drop_max_v 0.0003527 \
    drt_first_iter_violations 31 \
    final_core_util 0.3225 \
    area_growth_pct 73.95 \
    setup_viol 15 \
    die_h_um 114 \
    grt-ovfl-total 0 \
    synthXorXnorAreaFrac 0.1415 \
    grt_pass1_wl_um 7107 \
    drv_cap 0 \
    place_hpwl_um 2891 \
    rsz0062_at_grt "true" \
    endpoint_kind "primary output" \
    final.setup.tns_ps -2284 \
]
-- tightest hold or removal path: cells and delay by family --
kind	cells	cell delay (ps)
buffers and inverters	6	700
-- cells by family after synthesis --
| kind of cell | count (synthesis) |
|---|---|
| fa+ha+maj | 2 |
| compound gates | 1 |
| xor+xnor | 26 |
| flops | 40 |
| buf+inv | 9 |
| simple gates | 64 |
| mux | 1 |
-- cells in the mapped netlist --
cell type / number / area share
ha_1: 2 / 0.016
buf_2: 1 / 0.0031
or3_1: 1 / 0.0039
nor3_2: 1 / 0.0062
clkbuf_1: 1 / 0.0023
and3_1: 2 / 0.0078
nor4_1: 5 / 0.019
inv_1: 7 / 0.016
edfxtp_1: 8 / 0.15
nand3_1: 8 / 0.025
mux2i_1: 1 / 0.0062
nand3b_1: 1 / 0.0047
dfrtn_1: 15 / 0.23
nor2b_1: 3 / 0.012
or3_4: 1 / 0.0070
dfxtp_1: 17 / 0.21
xor2_1: 15 / 0.082
and2_1: 14 / 0.054
nor3_1: 4 / 0.012
nand4_1: 6 / 0.023
nor2_1: 7 / 0.016
xnor2_1: 11 / 0.060
o21ai_0: 1 / 0.0031
nand2_1: 11 / 0.026
-- registers in the layout, indices dropped and copies added, names as in the netlist --
signal and count:
X_ADDR 15, Y_ADDR 15, part1 6, write 1, w_en 1, part2 2
-- through the flow --
step                      cells  setup WS, ps  hold slack (ps)
after floorplan             143         280.7            27.72
after global placement      313        -157.2            27.72
after detailed placement    313        -163.5            27.72
after CTS                   350        -181.5            478.9
after global routing        355        -214.8            479.9
final                       355        -170.8            461.5
-- timing repair --
action                                  4_1_cts  5_1_grt
endpoints found under the setup margin       15       15
resized                                      45        0
setup buffers                                 7        5
-- final cells by class --
class / instances / area, um2
tap: 108 / 135.1
fill: 884 / 5879
clock buffer: 29 / 426.7
clock inverter: 1 / 8.758
timing repair buffer: 76 / 628.1
multi-input combinational: 94 / 618.1
sequential: 40 / 955.9
inverter: 7 / 26.28
-- path summary, 6_finish.rpt --
kind                       slack (ps)        from    endpoint
min in group asynchronous        1490       VSYNC   Y_ADDR[5]
max reg2reg                       610   Y_ADDR[0]  Y_ADDR[14]
min reg2reg                       490  X_ADDR[11]  X_ADDR[11]
min                               460        HREF        w_en
min in group clk1                 510   Y_ADDR[7]   Y_ADDR[7]
max                              -170   Y_ADDR[8]   Y_ADDR[8]
max in group asynchronous         760       VSYNC   Y_ADDR[8]
max in group clk1                 610   Y_ADDR[0]  Y_ADDR[14]
-- metal layers --
layer | track usage | up-vias | share of wire
li1 | - | 679 | -
met1 | 0.07661 | 615 | 0.43
met2 | 0.08162 | 56 | 0.43
met3 | 0.05157 | 14 | 0.10
met4 | 0.04762 | 0 | 0.033
met5 | 0 | - | 0
-- report_power, final --
part           total (W)  leakage [nW]  switching [W]  internal, W
clock network    0.00178         0.272       0.000604      0.00118
registers       0.000846         0.425      0.0000156     0.000830
logic           0.000144         0.560      0.0000187     0.000125
No activity file was given, so power comes from the tool's default toggle rates.

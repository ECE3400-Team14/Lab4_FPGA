===== /design/flow/run.sh =====
#!/bin/bash
# OpenROAD 26Q1-2900-gdf79404cd8, Yosys 0.63+post, stock flow scripts
make -C /OpenROAD-flow-scripts/flow DESIGN_CONFIG=/design/flow/config.mk WORK_HOME=/design/flow/orfs finish

===== /design/flow/config.mk =====
export PLATFORM = sky130hd
export DESIGN_NAME = IMAGE_PROCESSOR
export DESIGN_NICKNAME = IMAGE_PROCESSOR
export VERILOG_FILES = /design/flow/design.v
export SDC_FILE = /design/flow/constraint.sdc
export NUM_CORES = 4
export LEC_CHECK = 1
export CORE_UTILIZATION = 30

===== /design/flow/constraint.sdc =====
current_design IMAGE_PROCESSOR

set clk_period 6.1
set clk_io_pct 0.2

create_clock -name clk0 -period $clk_period [get_ports {CLK}]

set non_clock_inputs [all_inputs -no_clocks]
set_input_delay [expr $clk_period * $clk_io_pct] -clock clk0 $non_clock_inputs
set_output_delay [expr $clk_period * $clk_io_pct] -clock clk0 [all_outputs]

===== /design/flow/design.v =====
module IMAGE_PROCESSOR (
	PIXEL_IN,
	CLK,
	VGA_PIXEL_X,
	VGA_PIXEL_Y,
	VGA_VSYNC_NEG,
	RESULT
);
input	[7:0]	PIXEL_IN;
input 		CLK;
input [9:0] VGA_PIXEL_X;
input [9:0] VGA_PIXEL_Y;
input			VGA_VSYNC_NEG;
output reg [7:0] RESULT = 8'b0;
reg [14:0] blue;
reg [14:0] red;
always @ (posedge CLK) begin
	if (VGA_PIXEL_X == 0 && VGA_PIXEL_Y == 0) begin
		blue <= 0;
		red <= 0;
	end
	else begin
		if (VGA_PIXEL_X < 176 && VGA_PIXEL_Y < 144) begin
			if (PIXEL_IN[7] == 1 && PIXEL_IN[1:0] == 0 && PIXEL_IN[4:3] == 0) begin
				red <= red + 1;
			end
			else begin
				red <= red;
			end
			if (PIXEL_IN[7:6] == 0 && PIXEL_IN[1] == 1 && PIXEL_IN[4:3] == 0) begin
				blue <= blue + 1;
			end
			else begin
				blue <= blue;
			end
		end
	end
end
always @ (*) begin
	if (red > 12672) begin
		RESULT <= 8'b00000001;
	end
	else begin
		if (blue > 12672) begin
			RESULT <= 8'b00000010;
		end
		else begin
			RESULT <= 8'b0;
		end
	end
end
endmodule

==> results.py <==
# Physical implementation metrics
metrics = {
    "setup_path": {
        "cp.depth": 5,
        "critPathMaxFanout": 9,
        "crit_path_cell_trace": "clkdlybuf4s50_1 > or4_4 > nor4_1 > or4b_2 > a21oi_1",
        "cp-endpoint": "red[12]",
        "crit_arrival_ns": 3.62,
        "critPathKind": "in -> reg",
        "reg2reg_to": "red[12]",
        "worst-path-buf-inv": 1,
        "critPathRequiredTime_ns": 6.31,
        "reg2reg_depth": 5,
        "start_kind": "input port",
        "slowest_delay_ns": 0.63,
        "r2r_slack_ns": 3.81,
        "crit_family": "simple AND/OR/NAND/NOR gates",
        "r2r-start": "red[1]",
        "crit_start": "VGA_PIXEL_X[9]",
        "crit_slowest_cell": "or4b_2",
        "worst_setup_path_end_kind": "flip-flop",
    },
    "synthesis": {
        "ys_ff": 30,
        "ys_area_um2": 1872,
        "yosysWarnings": 1,
        "synth-edff-count": 0,
        "ys_async_sr_fraction_pct": 0,
        "ff_type": "dfxtp_1",
        "top_logic_kind": "simple AND/OR/NAND/NOR gates",
        "synth_cell_types": 45,
        "yosys.area_share.xor_xnor_pct": 0,
        "mux_area_share_pct": 2.139,
        "syn_avg_cell_area_um2": 8.210,
        "synthSimpleGateAreaFrac_pct": 30.21,
        "synth_adder_area_share_pct": 2.674,
        "yosysSeqAreaShare_pct": 32.09,
        "synth_stat.cells": 228,
        "ys_sh_aoi_pct": 25.27,
        "synth_area_um2": 1872,
        "synthCells": 228,
    },
    "sta": {
        "hold_slack_ns": 0.4809,
        "max_freq_mhz": 293.6,
        "skew_ns": 0.002451,
        "finalClockPeriodUsage_pct": 55.84,
        "tightest_slew_ns": 0.5510,
        "rsz0062_at_grt": "no",
        "setup_viol": 0,
        "layout_setup_ws_ns": 2.694,
        "maxSlewViolCount": 0,
        "tns_ns": 0,
        "post-route-min-period_ns": 3.406,
        "hold_violations": 0,
        "slew_headroom_pct": 62.93,
    },
    "clock_network": {
        "clockBufferDepth": 2,
        "cts_resized": 0,
        "clock-sinks": 30,
        "cts_root_buf": "clkbuf_8",
        "h-tree-depth": 2,
        "ctsHoldBuffers": 0,
        "post_cts_buffers": 0,
        "worstSkewPairLatency_ns": 0.27,
        "clkSlewWorstSetupHoldPaths_ns": 0.06,
        "cts_buffers": 5,
        "tritoncts": "yes",
    },
    "job": {
        "tool_warnings": 30,
        "drv_cap": 0,
    },
    "detailed_routing": {
        "vias_per_cell": 5.538,
        "routed.top_layer": "met4",
        "drt_iter0_markers": 72,
        "routed-via-count": 1844,
        "met2WireLength_um": 2237,
        "wl_met3_um": 166,
        "antenna_left": 0,
        "post_drt_wl_per_cell_um": 13.89,
        "diodes": 0,
        "m1WireLength_um": 2144,
        "dr.pass1.iters": 4,
        "routed_wl_um": 4626,
        "drc": 0,
    },
    "floorplanning": {
        "fp.coreArea_um2": 5956,
        "die_height_um": 80.99,
        "die_w_um": 80.99,
        "rows": 28,
        "dieArea_um2": 6559,
        "io_pins": 38,
        "floorplan.core_util_pct": 31.43,
    },
    "place": {
        "dp_slack_ns": 2.401,
        "routabilityCongestion": 0.8358,
        "port_buffers": 28,
        "dpl.hpwl_um": 3343,
    },
    "finish": {
        "layout_top_cell": "dfxtp_1",
        "layout_top_cells": "dfxtp_1 (30), a21oi_1 (29), clkdlybuf4s50_1 (28)",
        "drive_gt1_share_pct": 9.690,
        "area_growth_pct": 22.79,
    },
    "grt": {
        "grt_pass1_vias": 1586,
        "grt_max_degree": 26,
        "antenna_found_initial": 0,
        "grt-ovfl-total": 0,
        "grt.total_usage_pct": 14.65,
        "grt_first_pass_wirelength_um": 7376,
    },
    "pwr": {
        "peakVddDrop_v": 0.0001012,
        "leakagePower_uw": 0.0006872,
        "pwr_density_cell_nw_per_um2": 168.8,
    },
    "worst_hold_path": {
        "hp-class": "reg -> reg",
    },
    "status": {
        "status": "complete, no violations",
    },
}
-- sequential cells by signal, indices dropped and copies added (netlist names) --
register and flops:
blue 15, red 15
-- through the flow --
step           cell area, um^2  power, uW  util [%]  std cells
2_1_floorplan             1891      214.9         -        233
3_3_place_gp              2216      235.6     37.21        327
3_5_place_dp              2216      235.6     37.21        327
4_1_cts                   2298      394.4     38.59        333
5_1_grt                   2298      404.3     38.59        333
6_report                  2298      388.1     38.59        333
-- worst min-delay path by stage --
stage	from	end	slack, ns	cells after the start
4_1_cts	red[13]	red[13]	0.48	2
5_1_grt	blue[6]	blue[6]	0.52	2
6_report	red[13]	red[13]	0.48	2
-- report_power, final --
part | leakage (uW) | internal, uW | switching (uW)
registers | 0.000242 | 197 | 0.712
logic | 0.000402 | 19.4 | 14.9
clock network | 0.0000431 | 86.8 | 69.7
-- per-layer routing --
layer,GRT usage [%],vias up
li1,-,953
met1,20.24,852
met2,24.12,33
met3,2.509,6
met4,3.393,0
met5,0,-
-- synthesized netlist by cell type, drive strengths merged, types with 2 or more instances --
master,instances,share of area [%]
a21oi,29,7.8
or2,2,0.67
nor3b,2,0.80
inv,12,2.4
nor3,4,1.1
o21bai,3,1.2
o31ai,15,6.0
nand2,12,2.4
nand3,17,4.5
or4b,4,2.1
clkbuf,6,1.2
or4,15,6.6
ha,4,2.7
o41ai,6,2.8
a31o,2,0.94
mux2i,4,2.1
and4,3,1.4
nand4,7,2.3
nor2,4,0.80
nor4,9,3.3
dfxtp,30,32
buf,9,3.8
nor4b,2,0.94
o21ai,12,3.2
-- cells by family after synthesis --
logic type	Yosys count
AOI/OAI and AO/OA	74
adders and majority gates	4
buffers and inverters	27
DFF	30
muxes	4
other	1
and+or+nand+nor	88
-- worst register-to-register path: stages (launching register included) --
cell	delay [ns]
dfxtp_1	0.39
ha_1	0.23
nand4_1	0.27
nor4_1	0.56
or4b_2	0.63
a21oi_1	0.15
-- area by class of cell --
| type | instances | area [um^2] |
|---|---|---|
| Tap cell | 75 | 93.84 |
| Sequential cell | 30 | 600.6 |
| Multi-Input combinational cell | 176 | 1151 |
| Clock buffer | 6 | 82.58 |
| Fill cell | 622 | 3657 |
| Inverter | 12 | 45.04 |
| Timing Repair Buffer | 34 | 325.3 |
Power is estimated from default activity; no workload was simulated.
